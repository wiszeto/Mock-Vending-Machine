`config.mk`:
```
export PLATFORM = sky130hd
export DESIGN_NAME = univ_sseg
export DESIGN_NICKNAME = univ_sseg
export VERILOG_FILES = /design/flow/design.v
export SDC_FILE = /design/flow/constraint.sdc
export NUM_CORES = 4
export LEC_CHECK = 1
export CORE_UTILIZATION = 30
```
`constraint.sdc`:
```
current_design univ_sseg

set clk_period 18.5
set clk_io_pct 0.2

create_clock -name clk0 -period $clk_period [get_ports {clk}]

set non_clock_inputs [all_inputs -no_clocks]
set_input_delay [expr $clk_period * $clk_io_pct] -clock clk0 $non_clock_inputs
set_output_delay [expr $clk_period * $clk_io_pct] -clock clk0 [all_outputs]
```
`design.v`:
```
`timescale 1ns / 1ps
module univ_sseg(
    input [13:0] cnt1,
    input [6:0] cnt2,
    input valid,
    input dp_en,
    input [1:0] dp_sel,
    input [1:0] mod_sel,
    input sign,
    input clk,
    output reg [7:0] ssegs,
    output reg [3:0] disp_en
    ); 
    wire [3:0] c1_d3;   
    wire [3:0] c1_d2; 
    wire [3:0] c1_d1; 
    wire [3:0] c1_d0; 
    wire [3:0] c2_d1;    
    wire [3:0] c2_d0; 
    reg [3:0] A_1000_digit;  
    reg [3:0] B_100_digit; 
    reg [3:0] C_10_digit; 
    reg [3:0] D_1_digit; 
    reg [3:0] final_BCD; 
    reg [1:0] m_cnt;         
    reg [7:0] seg_val;       
    cnt_convert_14b CC_14(cnt1, mod_sel, c1_d3, c1_d2, c1_d1, c1_d0); 
    cnt_convert_7b CC_7(cnt2, c2_d1, c2_d0); 
    clk_divder CLK_DIV (clk,sclk); 
    always @ (sign,mod_sel,c1_d1,c1_d3)
    begin
       case ({sign,mod_sel})
          0: A_1000_digit = 'hF;
          1: A_1000_digit = c1_d1; 
          2: A_1000_digit = c1_d3;
          3: A_1000_digit = 0;
          4: A_1000_digit = 'hA;   
          5: A_1000_digit = c1_d1; 
          6: A_1000_digit = c1_d3;
          7: A_1000_digit = 0;
          default A_1000_digit = 'hA; 
       endcase 
    end 
    always @ (mod_sel,c1_d2,c1_d0)
    begin
       case (mod_sel)
          0: B_100_digit = c1_d2; 
          1: B_100_digit = c1_d0; 
          2: B_100_digit = c1_d2;
          3: B_100_digit = 0;
          default B_100_digit = 0; 
       endcase 
    end 
    always @ (mod_sel,c1_d1,c2_d1)
    begin
       case (mod_sel)
          0: C_10_digit = c1_d1; 
          1: C_10_digit = c2_d1; 
          2: C_10_digit = c1_d1;
          3: C_10_digit = 0;
          default C_10_digit = 0; 
       endcase 
    end 
    always @ (mod_sel,c1_d0,c2_d0)
    begin
       case (mod_sel)
          0: D_1_digit = c1_d0; 
          1: D_1_digit = c2_d0; 
          2: D_1_digit = c1_d0;
          3: D_1_digit = 0;
          default D_1_digit = 0; 
       endcase 
    end 
    always @ (m_cnt, A_1000_digit, B_100_digit, C_10_digit, D_1_digit)
    begin
       case (m_cnt)
          3: final_BCD = D_1_digit; 
          2: final_BCD = C_10_digit; 
          1: final_BCD = B_100_digit;
          0: final_BCD = A_1000_digit;
          default final_BCD = 0; 
       endcase 
    end 
    always @ (m_cnt)
    begin
       case (m_cnt)
          0: disp_en = 4'b1110;  
          1: disp_en = 4'b1101; 
          2: disp_en = 4'b1011;
          3: disp_en = 4'b0111;
          default disp_en = 0; 
       endcase 
    end 
    always @ (final_BCD)
    begin
       case (final_BCD)
          0: seg_val  = 'h03;   
          1: seg_val  = 'h9F;   
          2: seg_val  = 'h25;   
          3: seg_val  = 'h0D;
          4: seg_val  = 'h99;  
          5: seg_val  = 'h49;  
          6: seg_val  = 'h41;  
          7: seg_val  = 'h1F;  
          8: seg_val  = 'h01;  
          9: seg_val  = 'h09;  
          10: seg_val = 'hFD;    
          15: seg_val = 'hFF;    
          default seg_val = 0; 
       endcase 
    end 
    always @ (dp_sel, m_cnt, dp_en, seg_val, valid)
    begin
       if (valid == 0)      
          ssegs = 'hFD; 
       else 
          begin
          if (dp_sel == m_cnt)
             ssegs = {seg_val[7:1],~dp_en}; 
          else 
             ssegs = seg_val;
          end          
    end
    always @ (posedge sclk)
    begin 
       m_cnt <= m_cnt + 1'b1;
    end 
endmodule
module clk_divder(clockin, clockout); 
    input clockin; 
    output wire clockout; 
    parameter n = 13; 
    reg [n:0] count; 
    always@(posedge clockin) 
    begin 
        count <= count + 1; 
    end 
    assign clockout = count[n]; 
endmodule 
module cnt_convert_14b(
    input [13:0] cnt,
    input [1:0] sel,
    output reg [3:0] c1_d3,
    output reg [3:0] c1_d2,
    output reg [3:0] c1_d1,
    output reg [3:0] c1_d0
    );
    reg [13:0] cnt_new;       
    reg [13:0] cnt_new_w;     
    reg [3:0] d3;      
    reg [3:0] d2;      
    reg [3:0] d1;      
    reg [3:0] d0;      
    always @ (cnt,sel)
       case(sel)
          0: cnt_new = {6'b000000,cnt[7:0]};    
          1: cnt_new = {7'b00000000,cnt[6:0]};  
          2: cnt_new = cnt;                     
          3: cnt_new = cnt;                     
          default cnt_new = cnt; 
       endcase
    always @ (cnt_new)
    begin
       d3=0;  d2=0;  d1=0;  d0=0;     
       cnt_new_w = cnt_new;           
       if      (cnt_new_w > 8999) begin   d3=9;   cnt_new_w = cnt_new_w - 9000;  end
       else if (cnt_new_w > 7999) begin   d3=8;   cnt_new_w = cnt_new_w - 8000;  end 
       else if (cnt_new_w > 6999) begin   d3=7;   cnt_new_w = cnt_new_w - 7000;  end 
       else if (cnt_new_w > 5999) begin   d3=6;   cnt_new_w = cnt_new_w - 6000;  end 
       else if (cnt_new_w > 4999) begin   d3=5;   cnt_new_w = cnt_new_w - 5000;  end 
       else if (cnt_new_w > 3999) begin   d3=4;   cnt_new_w = cnt_new_w - 4000;  end 
       else if (cnt_new_w > 2999) begin   d3=3;   cnt_new_w = cnt_new_w - 3000;  end 
       else if (cnt_new_w > 1999) begin   d3=2;   cnt_new_w = cnt_new_w - 2000;  end 
       else if (cnt_new_w > 999)  begin   d3=1;   cnt_new_w = cnt_new_w - 1000;  end 
       else                       begin   d3=0;   end 
       if      (cnt_new_w > 899) begin   d2=9;   cnt_new_w = cnt_new_w - 900;  end
       else if (cnt_new_w > 799) begin   d2=8;   cnt_new_w = cnt_new_w - 800;  end 
       else if (cnt_new_w > 699) begin   d2=7;   cnt_new_w = cnt_new_w - 700;  end 
       else if (cnt_new_w > 599) begin   d2=6;   cnt_new_w = cnt_new_w - 600;  end 
       else if (cnt_new_w > 499) begin   d2=5;   cnt_new_w = cnt_new_w - 500;  end 
       else if (cnt_new_w > 399) begin   d2=4;   cnt_new_w = cnt_new_w - 400;  end 
       else if (cnt_new_w > 299) begin   d2=3;   cnt_new_w = cnt_new_w - 300;  end 
       else if (cnt_new_w > 199) begin   d2=2;   cnt_new_w = cnt_new_w - 200;  end 
       else if (cnt_new_w > 99)  begin   d2=1;   cnt_new_w = cnt_new_w - 100;  end 
       else                      begin   d2=0;   end 
       if      (cnt_new_w > 89) begin   d1=9;   cnt_new_w = cnt_new_w - 90;  end
       else if (cnt_new_w > 79) begin   d1=8;   cnt_new_w = cnt_new_w - 80;  end 
       else if (cnt_new_w > 69) begin   d1=7;   cnt_new_w = cnt_new_w - 70;  end 
       else if (cnt_new_w > 59) begin   d1=6;   cnt_new_w = cnt_new_w - 60;  end 
       else if (cnt_new_w > 49) begin   d1=5;   cnt_new_w = cnt_new_w - 50;  end 
       else if (cnt_new_w > 39) begin   d1=4;   cnt_new_w = cnt_new_w - 40;  end 
       else if (cnt_new_w > 29) begin   d1=3;   cnt_new_w = cnt_new_w - 30;  end 
       else if (cnt_new_w > 19) begin   d1=2;   cnt_new_w = cnt_new_w - 20;  end 
       else if (cnt_new_w > 9)  begin   d1=1;   cnt_new_w = cnt_new_w - 10;  end 
       else                     begin   d1=0;   end 
       d0 = cnt_new_w[3:0]; 
    end
    always @ (cnt_new, d3,d2,d1,d0)
    begin
       if (cnt_new < 1000)  
          c1_d3 = 'hF; 
       else 
          c1_d3 = d3; 
       if (cnt_new < 100)   
          c1_d2 = 'hF; 
       else 
          c1_d2 = d2; 
       if (cnt_new < 10)   
          c1_d1 = 'hF; 
       else 
          c1_d1 = d1;
       c1_d0 = d0;         
    end 
endmodule
module cnt_convert_7b(
    input [6:0] cnt,
    output reg [3:0] c2_d1,
    output reg [3:0] c2_d0
    );
    reg [7:0] cnt_new;       
    reg [7:0] cnt_new_w;     
    reg [3:0] d1;      
    reg [3:0] d0;      
    always @ (cnt_new)
    begin
       d1=0;  d0=0; 
       cnt_new_w = cnt; 
       if      (cnt_new_w > 89) begin   d1=9;   cnt_new_w = cnt_new_w - 90;  end
       else if (cnt_new_w > 79) begin   d1=8;   cnt_new_w = cnt_new_w - 80;  end 
       else if (cnt_new_w > 69) begin   d1=7;   cnt_new_w = cnt_new_w - 70;  end 
       else if (cnt_new_w > 59) begin   d1=6;   cnt_new_w = cnt_new_w - 60;  end 
       else if (cnt_new_w > 49) begin   d1=5;   cnt_new_w = cnt_new_w - 50;  end 
       else if (cnt_new_w > 39) begin   d1=4;   cnt_new_w = cnt_new_w - 40;  end 
       else if (cnt_new_w > 29) begin   d1=3;   cnt_new_w = cnt_new_w - 30;  end 
       else if (cnt_new_w > 19) begin   d1=2;   cnt_new_w = cnt_new_w - 20;  end 
       else if (cnt_new_w > 9)  begin   d1=1;   cnt_new_w = cnt_new_w - 10;  end 
       else                     begin   d1=0;   end 
       d0 = cnt_new_w[3:0]; 
    end
    always @ (cnt, d1, d0)
    begin
       if (cnt < 10)   
          c2_d1 = 'hF; 
       else 
          c2_d1 = d1;
       c2_d0 = d0;        
    end 
endmodule
```
`run.sh`:
```
#!/bin/bash
# OpenROAD 26Q1-2900-gdf79404cd8, Yosys 0.63+post, stock flow scripts
make -C /OpenROAD-flow-scripts/flow DESIGN_CONFIG=/design/flow/config.mk WORK_HOME=/design/flow/orfs finish
```
==> git commit body <==
Log flow metrics for this revision

- The flow ran to the end, and the final reports show no timing, DRC or antenna violations.
- The worst register-to-register path begins at CLK_DIV.count[2].
* Simple-gate share of the synthesized area: 29.0%
* Area fraction in compound gates after synthesis: 42.1%
- All-Layer GR Usage: 21.0%
- Total wirelength of the detailed-routed design: 24800 µm
- The via count of the first global-routing pass came to 7590.
- Cell depth of the worst flop-to-flop path: 6
* Largest voltage drop on the vdd net: 47.1 µV
* Via density: 6.40
- In this run, synthesis produced a sequential element count of 16.
- The post-placement cell area is 0.00749 mm².
- TritonCTS built the clock tree.
- The initial antenna violation count came to 0.
- Internal portion of total power: 175 µW
- The worst hold path begins at CLK_DIV.count[0].
* Number of design rule violations left after detail routing: 0
* Clock latency on the worst-skew pair: 0.24 ns
* Horiz. Die Dim: 154 µm
* Core region area: 0.0226 mm²
- Endpoints left unconstrained: 6
- Per the detail_route report, routed wire per instance is 19.2 µm.
* Clock period minus final worst setup slack: 17.72 ns
- Proportion of layout cells with a drive suffix above 1: 7.64%
* Floorplan Utilization: 30.6%
- Area share of xor/xnor cells in the synthesized design: 4.29%
- The longest clock path from root to sink contains 2 buffers.
* Chip area: 0.0237 mm²
* Net switching share of the total power: 56.6%
* Endpoints failing hold: 0
- The critical path crosses 35 cells after its start point.
- GRT Residual Overflow: 0
- Buffer cell driving the clock tree root: clkbuf_16
* Register share of total power: 7.5%
- The final report lists the setup-violating endpoint count as 0.
- Share of the cycle needed by the critical path after routing: 95.8%
- Looking at the critical path, the single cell with the biggest stage delay is clkdlybuf4s50_1.
* Number of warnings in the stage logs: 71
- Hold analysis lists the worst path endpoint as CLK_DIV.count[0].
- In the placement report, post-DP HPWL is listed as 19100 µm.
* NetSw: 229 µW
- In this run the core area contains 55 standard-cell rows.
- Clock tree synthesis inserted a total of 3 buffers.
- Area fraction in full adders, half adders and majority gates: 11.0%
- The synthesis report lists the Yosys warning total as 5.
- For this run, the detailed router's first-pass iteration total came to 7.
* Post-route antenna net violation count: 0
* Gates resized, CTS repair: 0
- For the worst setup path, the data required time is 14.80 ns.
* Pins Over Slew Limit: 0
* Post-CTS clock slew at the launch and capture registers of the worst setup and hold paths: 0.04 ns
- Relative contribution of the clock network to total power: 9.5%
- First-pass GRT wire length: 40500 µm
- Synth cell types: 104
- The synthesis run shows multiplexers occupying 2.56% of the cell area.
* Portion of total power attributed to combinational logic: 83.0%
* Ratio of total power to cell area: 53.5 mW/mm²
- The detailed router finished its first iteration with 1162 violations.
* Type of the worst setup path: input port to primary output
- Averaged over all synthesized cells, the footprint is 6.85 µm².
* Main logic family: AND-OR/OR-AND gates
* Total I/O pin count: 41
* Setup repair after global routing missed its margin: no
- FILL cells: 2358
* Critical path's largest stage delay: 0.79 ns
- The routed layout has 8279 vias.
* Netlist area before placement: 0.00694 mm²
* Max-slew headroom at the worst pin: 44.0%
- Arrival time of the worst setup path: 14.02 ns
- In this run the tool buffered the top-level ports with 40 buffer cells.
- Hold-fix buffer count after cts: 0
- The area growth from synthesis to layout is 9.16%.
* Maximum operating frequency: 56.4 MHz
* GPL Wtd Cong: 1.07
* Overall die height: 154 µm
- Counting instances, the worst hold path has a depth of 1.
- Worst reg2reg path endpoint: CLK_DIV.count[13]
* Diodes inserted: 0
- Critical Path Source Type: input port
- Main flop type after synthesis: dfxtp_1
* Yosys stat cell total: 1012
- Worst hold path type: flop to flop
- STA classifies the critical path endpoint as a primary output.
- The timer found 2 register pins that no clock reaches; their paths are not timed.
- Largest net degree at the start of global routing: 29
- Post-CTS setup buffer count: 0
- Setup TNS: 0 ns
* Buffers and inverters on the worst path: 5
- Max-cap viol count: 0
* Cells after synthesis: 1012
- Worst Path Max Fanout: 17
* Delay-heaviest family, CP: AND-OR/OR-AND gates
- Number of H-tree branching levels: 1
- Counting flops with a built-in enable in the synthesized netlist gives 0.
- The final timing report lists clock skew as 0.00257 ns.
* Slew at the pin closest to its max-slew limit: 0.831 ns
- With fillers left out, the area of the finished cells amounts to 0.00757 mm².
- Summed standard-cell area reported by yosys: 0.00694 mm²
- The setup check on the worst reg-to-reg path leaves a slack of 17.12 ns.
* Post-synth ARST share: 0%
* Leakage power figure: 0.00271 µW
- Part of the Yosys area used for sequential elements: 4.62%
-- worst register-to-register path, cell delays in order (launching register included) --
cell	delay (ns)
dfxtp_1	0.38
nand3_1	0.11
nor2_1	0.18
nand2_1	0.07
nor2_1	0.23
nand4_1	0.16
xnor2_1	0.14
-- metrics by stage --
step / worst slack (ns) / hold WS [ns] / std cells / total power [µW] / utilization, %
2_1_floorplan: 3.59 / 0.383 / 1012 / 277 / -
5_1_grt: 0.126 / 0.420 / 1293 / 436 / 33.4
3_3_place_gp: 0.937 / 0.396 / 1290 / 358 / 33.1
3_5_place_dp: 0.782 / 0.396 / 1290 / 355 / 33.1
6_report: 0.780 / 0.403 / 1293 / 405 / 33.4
4_1_cts: 0.774 / 0.407 / 1293 / 396 / 33.4
-- power by group through the flow --
stage	sequential [µW]	clock [µW]	combinational [µW]
after global routing	30.2	41.0	365
final	30.3	38.4	336
after CTS	30.3	39.4	326
-- registers in the layout, summed over array words and instances, names as in the netlist --
signal	count
m_cnt	2
CLK_DIV.count	14
-- synth_stat cells (7+ instances only) --
master	instances	area (µm²)
and3_1	16	100
and2_1	7	43.8
o21ai_1	7	35.0
nand3_1	44	220
a21o_1	19	143
o31ai_1	10	75.1
o21ai_0	62	310
a21oi_1	79	395
dfxtp_1	16	320
nor2b_1	11	68.8
nand2b_1	11	68.8
o211ai_1	19	143
o2111ai_1	7	61.3
nand2_1	111	417
o221ai_1	9	78.8
nor3_1	33	165
nor2_1	65	244
a211oi_1	21	158
nor4_1	10	62.6
a31oi_1	24	150
a211o_1	11	96.3
o22ai_1	9	56.3
a311oi_1	7	61.3
clkbuf_1	27	101
nand4_1	16	100
mux2i_1	11	110
ha_1	61	763
xnor2_1	28	245
or3_1	11	68.8
o32ai_1	8	70.1
inv_1	41	154
buf_2	23	115
-- layout by cell type (no fill, tap or decap), types with 16 or more instances in the layout --
master / Yosys / routed
nand3_1: 44 / 44
a31oi_1: 24 / 24
ha_1: 61 / 61
o211ai_1: 19 / 19
dfxtp_1: 16 / 16
clkdlybuf4s50_1: 0 / 40
inv_1: 41 / 41
nor2_1: 65 / 65
xnor2_1: 28 / 28
nand4_1: 16 / 16
and3_1: 16 / 16
o21ai_0: 62 / 62
a211oi_1: 21 / 21
a21oi_1: 79 / 79
nor3_1: 33 / 33
a21o_1: 19 / 19
nand2_1: 111 / 111
-- metal layers --
layer | up-vias | part of all wire [%] | track usage [%]
met2 | 503 | 42 | 31.8
met1 | 3748 | 43 | 29.4
met4 | 0 | 4.3 | 7.62
met5 | - | 0 | 0
li1 | 3919 | - | -
met3 | 109 | 11 | 4.59
-- worst max-delay path by stage --
stage     startpoint       end  slack [ns]
6_report  mod_sel[0]  ssegs[6]        0.78
5_1_grt   mod_sel[0]  ssegs[0]        0.13
4_1_cts   mod_sel[0]  ssegs[6]        0.77
-- logic make-up after synthesis --
group | after synthesis
buffers and inverters | 103
adder cells (fa/ha/maj) | 61
flip-flops | 16
AND/OR/NAND/NOR | 384
XOR/XNOR | 34
multiplexers | 17
AND-OR/OR-AND | 397
-- area by class of cell --
cell class / instances / area, µm² / area share (%)
Multi-Input combinational cell: 893 / 6170 / 81.5
Timing Repair Buffer: 51 / 483 / 6.38
Tap cell: 285 / 357 / 4.71
Sequential cell: 16 / 320 / 4.23
Inverter: 45 / 169 / 2.23
Clock buffer: 3 / 75.1 / 0.991
No activity file was given, so power comes from the tool's default toggle rates.
