<file path="flow/run.sh">
#!/bin/bash
# OpenROAD 26Q1-2900-gdf79404cd8, Yosys 0.63+post, stock flow scripts
make -C /OpenROAD-flow-scripts/flow DESIGN_CONFIG=/design/flow/config.mk WORK_HOME=/design/flow/orfs finish
</file>
<file path="flow/config.mk">
export PLATFORM = sky130hd
export DESIGN_NAME = register
export DESIGN_NICKNAME = register
export VERILOG_FILES = /design/flow/design.v
export SDC_FILE = /design/flow/constraint.sdc
export NUM_CORES = 4
export LEC_CHECK = 1
export CORE_AREA = 10 10 70 70
export DIE_AREA = 0 0 80 80
</file>
<file path="flow/constraint.sdc">
current_design register

set clk_period 1.2
set clk_io_pct 0.2

create_clock -name clk0 -period $clk_period [get_ports {Clk}]

set non_clock_inputs [all_inputs -no_clocks]
set_input_delay [expr $clk_period * $clk_io_pct] -clock clk0 $non_clock_inputs
set_output_delay [expr $clk_period * $clk_io_pct] -clock clk0 [all_outputs]
</file>
<file path="flow/design.v">
`timescale 1ns / 1ps
module register #(parameter Width = 8)(
    input Clk,
    input Enter,
    input Clr,
    input [Width:0] D,
    input enter_in,
    output logic [Width:0] Q = 0
    );
    always_ff @ (posedge Clk)
    begin
    if (Clr)
       begin
          Q = 8'd0;
       end
    else if (enter_in)
        Q = 8'd0;
    else if (Enter)
        Q = D;
    end
endmodule
</file>
==> flow_metrics.tcl <==
# collected from the flow reports
set metrics [dict create \
    port_buffers 21 \
    die_h_um 80 \
    hold_end "Q[6]$_SDFFE_PP0P_" \
    netlist_area_um2 329 \
    cp_top_family "flip-flops" \
    yosysUniqueCellTypes 6 \
    grt_use_total 0.0296 \
    grt_pass1_vias 326 \
    r2r-end "Q[5]$_SDFFE_PP0P_" \
    largest_reg_flops 9 \
    grt_pass1_wl_mm 1.55 \
    die_width_um 80 \
    ys_seq_elements 9 \
    clock.latency.late_pin_ns 0.25 \
    pwr-share-seq 0.499 \
    tns_ns 0 \
    drive_above_1_share 0.241 \
    antenna_left 0 \
    chipArea_um2 6400 \
    outcome "finished, final reports clean" \
    routedWlPerCell_um 9.34 \
    required_ns 0.96 \
    vias 284 \
    pwr-share-clk 0.357 \
    layout.cells.most_common "clkdlybuf4s50_1" \
    drt-pass1-iter-count 1 \
    crit_path_end_kind "output port" \
    fin_area_um2 624 \
    synth.top_cell.area_share 0.548 \
    cp_max_fo 2 \
    fp_util 0.0963 \
    reg2reg_slack_ns 0.58 \
    drv_slew 0 \
    maxSlewHeadroom 0.788 \
    core-area_um2 3420 \
    clk_path_buf_depth 2 \
    cts_buffers 3 \
    cts_tree "built" \
    crit_path_cell_trace "dlygate4sd2_1" \
    fin_crit_ns 1.04 \
    leakage_nw 0.285 \
    dpl_cell_area_um2 598 \
    clock_sinks 9 \
    worstReg2RegStart "Q[5]$_SDFFE_PP0P_" \
    crit_slowest_cell "dfxtp_2" \
    p_int_w 0.000503 \
    gp_congestion 0.627 \
    antenna_cells 0 \
    drtIter0Drc 0 \
    ys_cells 30 \
    crit_type "reg -> out" \
    synth_area_leader_cell "dfxtp_1" \
    cts_setup_buffers 0 \
    grt_max_degree 10 \
    setup_viol 0 \
    reg2reg_depth 2 \
    avgViaCountPerCell 2.84 \
    dp.cells 96 \
    final_cells 100 \
    yosys_warnings 1 \
    hold_path_depth 2 \
    critPathArrivalTime_ns 0.80 \
    grt_overflow 0 \
    dp_hpwl_um 843 \
    ir_worst_vdd_mv 0.204 \
    ys_seq_frac 0.548 \
    switching_share 0.202 \
    rsz0062_at_grt "no" \
    yosys-stat-area_um2 329 \
    route.detailed.drc 0 \
    syn_area_per_cell_um2 11.0 \
    h-tree-depth 1 \
    drt_wl_total_um 934 \
    cts.reportedPaths.clkPinSlew_ns 0.06 \
    finalClockPeriodUsage 0.868 \
    num_io_pins 22 \
    timing.critical_path.buf_inv 1 \
    p_sw_w 0.000127 \
    combPwrFrac 0.144 \
    netlist_instances 30 \
    final_cell_mix "clkdlybuf4s50_1, dfxtp_2, mux2i_1, nor2_1, dlygate4sd2_1" \
    hp-start "Q[6]$_SDFFE_PP0P_" \
    syn2layout_area_growth_pct 89.7 \
    setup.worst_path.start_class "flop" \
    tool_warnings 25 \
    antenna_found_initial 0 \
    finalHoldViolCount 0 \
    root_buffer "clkbuf_4" \
    clock_skew_ns 0 \
    area_leaders "dfxtp_1, mux2i_1, nor2_1, buf_6, buf_4" \
    power_density_nw_per_um2 1010 \
    slowest_delay_ns 0.31 \
    hold_path.class "reg -> reg" \
    tightest_slew_ns 0.318 \
    maxCapViolations 0 \
    fp-row-count 21 \
    timing.fmax_mhz 960 \
]
## kinds of logic after synthesis
family	after synthesis	synth area share
simple gates	10	0.122
flops	9	0.548
mux	9	0.274
buf+inv	2	0.0570
## per-layer routing
metal	vias to the layer above	part of all wire	GRT usage
li1	145	-	-
met1	130	0.40	0.0317
met2	7	0.56	0.0554
met3	2	0.037	0.00909
met4	0	0.0086	0.00528
met5	-	0	0
## area by class of cell
type,count,area (um^2)
multi-input cells,19,130
fillers,400,2790
well taps,46,57.6
flip-flops and latches,9,191
repair buffers,22,219
clock buffers,4,26.3
## worst max-delay path by stage
stage                 cells after the start               from  slack [ns]                end
final                                     1  Q[2]$_SDFFE_PP0P_        0.16               Q[2]
after global routing                      1  Q[2]$_SDFFE_PP0P_        0.12               Q[2]
after CTS                                 3           enter_in        0.08  Q[5]$_SDFFE_PP0P_
## power by group through the flow
stage | clock, W | sequential, W | combinational (W)
4_1_cts | 0.000234 | 0.000315 | 0.0000934
5_1_grt | 0.000258 | 0.000316 | 0.000100
6_report | 0.000225 | 0.000315 | 0.0000904
## synth_stat cells
library cell / instances
buf_4: 1
buf_6: 1
or2_0: 1
dfxtp_1: 9
nor2_1: 9
mux2i_1: 9
## metrics by stage
stage	power (W)	setup WS, ns	hold slack (ns)	utilization
2_1_floorplan	0.000353	0.458	0.387	-
4_1_cts	0.000643	0.0811	0.486	0.183
6_report	0.000630	0.158	0.479	0.183
3_5_place_dp	0.000420	-0.190	0.489	0.175
3_3_place_gp	0.000419	-0.142	0.484	0.175
5_1_grt	0.000674	0.117	0.518	0.183
## what timing repair did
item | 4_1_cts | 5_1_grt
resized | 18 | 1
gates cloned | 0 | 0
endpoints found under the setup margin | 9 | 5
hold buffers | 0 | 0
## tightest hold or removal path, stage by stage (launching register included)
cell and delay (ns):
dfxtp_2 0.32, mux2i_1 0.06, nor2_1 0.07
Power and IR drop assume default switching activity.
